`flow/run.sh`:
```
#!/bin/bash
# OpenROAD 26Q1-2900-gdf79404cd8, Yosys 0.63+post, stock flow scripts
make -C /OpenROAD-flow-scripts/flow DESIGN_CONFIG=/design/flow/config.mk WORK_HOME=/design/flow/orfs finish
```
`flow/config.mk`:
```
export PLATFORM = sky130hd
export DESIGN_NAME = NFC
export DESIGN_NICKNAME = NFC
export VERILOG_FILES = /design/flow/design.v
export SDC_FILE = /design/flow/constraint.sdc
export NUM_CORES = 4
export LEC_CHECK = 1
export CORE_UTILIZATION = 50
```
`flow/constraint.sdc`:
```
current_design NFC

set clk_period 24.9
set clk_io_pct 0.2

create_clock -name clk0 -period $clk_period [get_ports {clk}]

set non_clock_inputs [all_inputs -no_clocks]
set_input_delay [expr $clk_period * $clk_io_pct] -clock clk0 $non_clock_inputs
set_output_delay [expr $clk_period * $clk_io_pct] -clock clk0 [all_outputs]
```
`flow/design.v`:
```
`timescale 1ns/100ps
module INOUT(
	inout			[7:0]	F_IO_A,
    inout			[7:0]	F_IO_B, 
    input					En_A, 
    input					En_B, 
    output	wire	[7:0]	F_IO_A_IN, 
    input			[7:0]	F_IO_A_OUT, 
    input			[7:0]	F_IO_B_OUT 
    );
	assign F_IO_A_IN=(En_A)?8'bz:F_IO_A; 
	assign F_IO_A=(En_A)?F_IO_A_OUT:8'bz; 
	assign F_IO_B=(En_B)?F_IO_B_OUT:8'bz; 
endmodule
module MEM(
    input						rst, 
    input						clk, 
    input			[7:0]		Data_in, 
    input			[511:0]		En4Mem, 
    input			[8:0]		Sel, 
    output	wire	[7:0]		Data_out 
    );
	reg	[7:0]	mem      [0:511];
	reg [9:0]	i;
	reg [7:0]	next_mem [0:511];
	always@(posedge clk or posedge rst)begin
		if(rst) 
			for(i=0;i<=10'd511;i=i+1)begin
				mem[i]<=8'd0;
			end		
		else 
			for(i=0;i<=10'd511;i=i+1)begin
				if(En4Mem[i])begin
					mem[i]<=next_mem[i];
				end
			end		
	end
	always@(*)begin
		for(i=0;i<=10'd511;i=i+1)begin
			next_mem[i]=Data_in;
		end			
	end
	assign Data_out=mem[Sel];
endmodule
module Counter(
		input				rst,
		input				clk,
		input				setZ,
		input				run,
		output	reg	[8:0]	count,
		output	wire		flag
		);
	parameter	count_max=9'd511;
	reg	[8:0]	next_count;
	assign flag=(count==count_max);
	always@(posedge clk or posedge rst)begin
		if(rst)begin
			count<=9'd0;
		end else if(setZ)begin
			count<=9'd0;
		end	else if(run)begin
			count<=next_count;
		end
	end
	always@(*)begin
		if(count==count_max)begin
			next_count=count;
		end else begin
			next_count=count+9'd1;
		end
	end
endmodule
module FSM(
		input					rst, 
		input					clk, 
		output	wire			done, 
		output	wire			F_WEN_B, 
		output	wire			F_REN_B, 
		output	wire			F_ALE_B, 
		output	wire			F_CLE_B, 
		input					F_RB_B, 
		output	reg				F_WEN_A, 
		output	wire			F_REN_A, 
		output	wire			F_ALE_A, 
		output	wire			F_CLE_A, 
		input					F_RB_A, 
		output	wire			En_B, 
		output	wire			En_A, 
		output	reg		[511:0]	En4Mem, 
		output	reg		[8:0]	Sel4Mem, 
		output	reg		[1:0]	Sel4Out_B, 
		output	reg				Sel4Out_A, 
		output	reg		[7:0]	ADDR, 
		output	reg		[7:0]	CMD, 
		output	wire			L_run, 
		input			[8:0]	L_count, 
		input					L_flag, 
		output	wire			S_run, 
		input			[8:0]	S_count, 
		input					S_flag, 
		output	wire 			O_run, 
		input					O_flag, 
		output	wire			L_setZ, 
		output	wire			S_setZ
		);
	reg	[4:0]	next_state;
	reg	[4:0]	state;
	always@(posedge clk or posedge rst)begin
		if(rst)begin
			state<=5'd0;
		end else begin
			state<=next_state;
		end
	end
	always@(*)begin
		case(state)
			5'd0:				next_state=5'd1;
			5'd1:		next_state=(O_flag)?5'd2:state;
			5'd2:		next_state=(O_flag)?5'd3:state;
			5'd3:		next_state=(O_flag)?5'd4:state;
			5'd4:		next_state=(O_flag)?5'd15:state;
			5'd15:		next_state=(F_RB_A)?5'd5:state;
			5'd5:			next_state=(S_flag && O_flag)?5'd6:state;
			5'd6:		next_state=(O_flag)?5'd8:state;
			5'd8:	next_state=(O_flag)?5'd9:state;
			5'd9:	next_state=(O_flag)?5'd10:state;
			5'd10:	next_state=(O_flag)?5'd11:state;
			5'd11:			next_state=(S_flag && O_flag)?5'd12:state;
			5'd12:next_state=(O_flag)?5'd16:state;
			5'd16:		next_state=(F_RB_B)?5'd13:state;
			5'd13:			next_state=(L_flag)?5'd14:5'd17;
			5'd14:			next_state=state;
			5'd17:			next_state=5'd0;
			default:next_state=state;
		endcase
	end
	assign	done=(state==5'd14);
	assign	F_WEN_B=((state==5'd6)||(state==5'd8)||
	(state==5'd9)||(state==5'd10)||(state==5'd11)||
	(state==5'd12))&&(O_flag);
	assign F_REN_B=1'b1;
	assign	F_ALE_B=((state==5'd8)||
	(state==5'd9)||(state==5'd10));
	assign	F_CLE_B=((state==5'd6)||
	(state==5'd12));
	always@(*)begin
		if((state==5'd1)||
	(state==5'd2)||(state==5'd3)||
	(state==5'd4))begin
		if(O_flag)begin
			F_WEN_A=1'b1;
		end else begin
			F_WEN_A=1'b0;
		end
	end else begin
		F_WEN_A=1'b1;
	end
	end
	assign	F_REN_A=~((state==5'd5)&&(O_flag));
	assign	F_ALE_A=((state==5'd2)||(state==5'd3)||
	(state==5'd4));
	assign	F_CLE_A=(state==5'd1);
	assign	En_B=1'b1;
	assign	En_A=~(state==5'd5);
	always@(*)begin
		if(state==5'd5)begin
			En4Mem=512'd0;
			En4Mem[S_count]=1'd1;
		end else begin
			En4Mem=512'd0;
		end
	end
	always@(*)begin
		if(state==5'd11)begin
			Sel4Mem=S_count;
		end else begin
			Sel4Mem=9'dx;
		end
	end	
	always@(*) begin
		case(state)
			5'd6,5'd12:begin
				Sel4Out_B=2'd1;
			end
			5'd8,5'd9,5'd10:begin
				Sel4Out_B=2'd2;
			end
			5'd11:begin
				Sel4Out_B=2'd0;
			end
			default:Sel4Out_B=2'dx;
		endcase	
	end		
	always@(*)begin
		case(state)
			5'd1:begin
				Sel4Out_A=1'd0;
			end
			5'd2,5'd3,5'd4:begin
				Sel4Out_A=1'd1;
			end
			default:Sel4Out_A=1'dx;
		endcase
	end
	always@(*)begin
		case(state)
			5'd2,5'd8:begin
				ADDR=8'd0;
			end
			5'd3,5'd9:begin
				ADDR=L_count[7:0];
			end
			5'd4,5'd10:begin
				ADDR={7'd0,L_count[8]};
			end
			default:begin
				ADDR=8'dx;
			end
		endcase
	end
	always@(*)begin
		case(state)
			5'd1:begin
				CMD=8'h00;
			end
			5'd6:begin
				CMD=8'h80;
			end
			5'd12:begin
				CMD=8'h10;
			end
			default:begin
				CMD=8'hx;
			end
		endcase
	end
	assign L_run=(state==5'd17);
	assign S_run=(((state==5'd5)||(state==5'd11))&&(O_flag));
	assign O_run=~((state==5'd0)||(state==5'd13)||(state==5'd14));
	assign L_setZ=1'b0;
	assign S_setZ=~((state==5'd5)||(state==5'd11));
endmodule
module Counter_One_Bit(
		input				rst,
		input				clk,
		input				run,
		output	reg			count,
		output	wire		flag
		);
	parameter	count_max=1'd1;
	reg			next_count;
	assign flag=(count==count_max);
	always@(posedge clk or posedge rst) begin
		if (rst) begin
			count<=1'd0;			
		end else if(run)begin
			count<=next_count;
		end
	end
	always@(*)begin
		if(count==count_max)begin
			next_count=1'd0;
		end else begin
			next_count=count+1'd1;
		end
	end
endmodule
module CTL(
    input					rst, 
    input					clk, 
    output	wire			done, 
    output	wire			F_CLE_A, 
    output	wire			F_ALE_A, 
    output	wire			F_REN_A, 
    output	wire			F_WEN_A, 
    input					F_RB_A, 
    output	wire			F_CLE_B, 
    output	wire			F_ALE_B, 
    output	wire			F_REN_B, 
    output	wire			F_WEN_B, 
    input					F_RB_B, 
    output	wire			En_A, 
    output	wire			En_B, 
    output	wire	[511:0]	En4Mem, 
    output	wire	[8:0]	Sel4Mem, 
    output	wire			Sel4Out_A, 
    output	wire	[1:0]	Sel4Out_B, 
    output	wire	[7:0]	CMD, 
    output	wire	[7:0]	ADDR 
    );
	wire			L_setZ;
	wire			L_run;
	wire	[8:0]	L_count;
	wire			L_flag;
	wire			S_setZ;
	wire			S_run;
	wire	[8:0]	S_count;
	wire			S_flag;
	Counter lcounter(
		.rst(rst),
		.clk(clk),
		.setZ(L_setZ),
		.run(L_run),
		.count(L_count),
		.flag(L_flag)
		);
	Counter scounter(
		.rst(rst),
		.clk(clk),
		.setZ(S_setZ),
		.run(S_run),
		.count(S_count),
		.flag(S_flag)
		);
	Counter_One_Bit ocounter(
		.rst(rst),
		.clk(clk),
		.run(O_run),
		.count(O_count),
		.flag(O_flag)
		);
	FSM fsm(
		.rst(rst), 
		.clk(clk), 
		.done(done), 
		.F_WEN_B(F_WEN_B), 
		.F_REN_B(F_REN_B), 
		.F_ALE_B(F_ALE_B), 
		.F_CLE_B(F_CLE_B), 
		.F_RB_B(F_RB_B), 
		.F_WEN_A(F_WEN_A), 
		.F_REN_A(F_REN_A), 
		.F_ALE_A(F_ALE_A), 
		.F_CLE_A(F_CLE_A), 
		.F_RB_A(F_RB_A), 
		.En_B(En_B), 
		.En_A(En_A), 
		.En4Mem(En4Mem), 
		.Sel4Mem(Sel4Mem), 
		.Sel4Out_B(Sel4Out_B), 
		.Sel4Out_A(Sel4Out_A), 
		.ADDR(ADDR), 
		.CMD(CMD), 
		.L_run(L_run), 
		.L_count(L_count), 
		.L_flag(L_flag), 
		.S_run(S_run), 
		.S_count(S_count), 
		.S_flag(S_flag), 
		.O_run(O_run), 
		.O_flag(O_flag), 
		.L_setZ(L_setZ),
		.S_setZ(S_setZ)	
		);
endmodule
module MUX4B(
    input		[7:0]	Data, 
    input		[7:0]	CMD, 
    input		[7:0]	ADDR, 
    input		[1:0]	Sel4Out, 
    output	reg	[7:0]	Data_out 
    );
	always@(*)begin
		case(Sel4Out)
			2'd0:begin
				Data_out=Data;
			end
			2'd1:begin
				Data_out=CMD;
			end
			2'd2:begin
				Data_out=ADDR;
			end
			default:begin
				Data_out=8'dx;
			end  
		endcase
	end
endmodule
module MUX4A(
    input		[7:0]	CMD, 
    input		[7:0]	ADDR, 
    input				Sel4Out, 
    output	reg	[7:0]	Data_out 
    );
	always@(*)begin
		case(Sel4Out)
			1'd0:begin
				Data_out=CMD;
			end
			1'd1:begin
				Data_out=ADDR;
			end
			default:begin
				Data_out=8'dx;
			end  
		endcase
	end
endmodule
module NFC(clk, rst, done, F_IO_A, F_CLE_A, F_ALE_A, F_REN_A, F_WEN_A, F_RB_A, F_IO_B, F_CLE_B, F_ALE_B, F_REN_B, F_WEN_B, F_RB_B);
  input               clk;
  input               rst;
  output  wire        done;
  inout   wire  [7:0] F_IO_A;
  output  wire        F_CLE_A;
  output  wire        F_ALE_A;
  output  wire        F_REN_A;
  output  wire        F_WEN_A;
  input               F_RB_A;
  inout   wire [7:0]  F_IO_B;
  output  wire        F_CLE_B;
  output  wire        F_ALE_B;
  output  wire        F_REN_B;
  output  wire        F_WEN_B;
  input               F_RB_B;
  wire          En_A;
  wire          En_B;
  wire  [7:0]   F_IO_A_IN;
  wire  [7:0]   F_IO_A_OUT;
  wire  [7:0]   F_IO_B_OUT;
  wire  [511:0] En4Mem;
  wire  [8:0]   Sel4Mem;
  wire  [7:0]   Out_of_Mem;
  wire          Sel4Out_A;
  wire  [1:0]   Sel4Out_B;
  wire  [7:0]   CMD;
  wire  [7:0]   ADDR;
  INOUT in_out(
    .F_IO_A(F_IO_A), 
    .F_IO_B(F_IO_B), 
    .En_A(En_A), 
    .En_B(En_B), 
    .F_IO_A_IN(F_IO_A_IN), 
    .F_IO_A_OUT(F_IO_A_OUT), 
    .F_IO_B_OUT(F_IO_B_OUT) 
    );
  MEM mem(
    .rst(rst), 
    .clk(clk), 
    .Data_in(F_IO_A_IN), 
    .En4Mem(En4Mem), 
    .Sel(Sel4Mem), 
    .Data_out(Out_of_Mem) 
    );
  CTL ctl(
    .rst(rst), 
    .clk(clk), 
    .done(done), 
    .F_CLE_A(F_CLE_A), 
    .F_ALE_A(F_ALE_A), 
    .F_REN_A(F_REN_A), 
    .F_WEN_A(F_WEN_A), 
    .F_RB_A(F_RB_A), 
    .F_CLE_B(F_CLE_B), 
    .F_ALE_B(F_ALE_B), 
    .F_REN_B(F_REN_B), 
    .F_WEN_B(F_WEN_B), 
    .F_RB_B(F_RB_B), 
    .En_A(En_A), 
    .En_B(En_B), 
    .En4Mem(En4Mem), 
    .Sel4Mem(Sel4Mem), 
    .Sel4Out_A(Sel4Out_A), 
    .Sel4Out_B(Sel4Out_B), 
    .CMD(CMD), 
    .ADDR(ADDR) 
    );
  MUX4B mux4b(
    .Data(Out_of_Mem), 
    .CMD(CMD), 
    .ADDR(ADDR), 
    .Sel4Out(Sel4Out_B), 
    .Data_out(F_IO_B_OUT) 
    );
  MUX4A mux4a(
    .CMD(CMD), 
    .ADDR(ADDR), 
    .Sel4Out(Sel4Out_A), 
    .Data_out(F_IO_A_OUT) 
    );
endmodule
```
==> results.txt <==
Figures from the flow reports.

Status:
- The flow did not finish.
- The flow halted during clock tree synthesis (4_1_cts).
- The first error in the log reads "[error] [KeplerFormal.cpp:679] Workflow failed: Iso has multiple drivers: .F_IO_A0, _14111_.Y0".

Die:
- The run puts the I/O pin total at 29.
- The run puts the floorplan row count at around 220.
- The share of the core area taken by cells at floorplan is 0.504.
- Per the OpenROAD floorplan log, the width of the die is approximately 600 um.
- The run puts the die height at approximately 600 um.

Place:
- The run puts the placer's final routability congestion estimate at 1.34.
- The run gives the estimated wirelength of the detail-placed design as 1050000 um.
- The run puts the number of input and output port buffers inserted at 11.
- The detailed placer reported the number of placed instances as approximately 23000.

CTS:
- The run puts the number of CTS-inserted buffers at around 440.
- The run gives the clock sink count as ~4100.
- Looking at the post-CTS report, the setup buffer insertion count equals 0.
- The run gives the cell at the root of the clock tree as sky130_fd_sc_hd__clkbuf_16.
- The run puts the maximum buffer depth of the clock tree at 4.
- The run puts the level count of the clock H-tree at 5.
- The run puts the number of hold-repair buffers added at the cts stage at 0.
- The run gives the quantity of gates resized following cts as 0.

Synthesis:
- By area the synthesized netlist is led by sky130_fd_sc_hd__dfrtp_1 57%, sky130_fd_sc_hd__o21ai_0 9.3%, sky130_fd_sc_hd__nand2_1 7.9%, sky130_fd_sc_hd__a22oi_1 5.0%, sky130_fd_sc_hd__mux2_2 3.9%.
- The run gives the fraction of synthesis flops using an asynchronous set or reset pin as 1.00.
- Before any placement, the netlist area is recorded as 180000 um^2.
- The run puts the post-synth tally of flip-flops with integrated enable at 0.
- In the Yosys report the total cell count is roughly 18000.
- The run puts the per-instance average area after synthesis at 9.92 um^2.
- The run puts the total cell area reported by yosys after synthesis at roughly 180000 um^2.
- The run puts the area fraction of the dominant cell type after synthesis at 0.575.
- For this run, the leading register cell type out of synthesis is sky130_fd_sc_hd__dfrtp_1.
- The synthesized design contains about 4100 register bits.
- The biggest area contributor in the post-synthesis netlist is sky130_fd_sc_hd__dfrtp_1.
- The run puts the number of instances in the synthesized netlist at 18100.
- The run puts the sequential fraction of the synthesis area at 0.575.
- The run puts the count of warnings emitted by yosys at 14.
- The run puts the number of library cell types mapped by synthesis at 86.
[per-stage QoR]
stage / worst slack [ns] / instance area [um^2]
3_5_place_dp: 12.94 / 195000
2_1_floorplan: -37.66 / 180000
3_3_place_gp: 12.92 / 195000
[synth_stat cells (97+ instances only)]
library cell,instances
sky130_fd_sc_hd__buf_2,151
sky130_fd_sc_hd__nor2_1,664
sky130_fd_sc_hd__o22ai_1,205
sky130_fd_sc_hd__nand4_1,214
sky130_fd_sc_hd__nor4_1,153
sky130_fd_sc_hd__clkbuf_1,1245
sky130_fd_sc_hd__mux2_2,625
sky130_fd_sc_hd__dfrtp_1,4131
sky130_fd_sc_hd__a21oi_1,303
sky130_fd_sc_hd__a32oi_1,286
sky130_fd_sc_hd__a222oi_1,108
sky130_fd_sc_hd__nand2_1,3772
sky130_fd_sc_hd__nor3_1,97
sky130_fd_sc_hd__a22o_1,132
sky130_fd_sc_hd__o21ai_0,3336
sky130_fd_sc_hd__a22oi_1,1202
sky130_fd_sc_hd__and3_1,188
sky130_fd_sc_hd__nand3_1,374
[logic make-up after synthesis]
kind of cell    count (synthesis)  synth area share
xor+xnor                       26           0.00127
flops                        4132             0.575
fa+ha+maj                       9          0.000626
mux                           629            0.0394
compound gates               5900             0.201
buf+inv                      1558            0.0347
simple gates                 5864             0.148
other cells                     1         0.0000209
